[flow/config.mk]
export PLATFORM = sky130hd
export DESIGN_NAME = top
export DESIGN_NICKNAME = top
export VERILOG_FILES = /design/flow/design.v
export SDC_FILE = /design/flow/constraint.sdc
export NUM_CORES = 4
export LEC_CHECK = 1
export CORE_UTILIZATION = 30
[flow/constraint.sdc]
current_design top

set clk_period 3.2
set clk_io_pct 0.2

create_clock -name clk0 -period $clk_period [get_ports {CLOCK_50}]

set non_clock_inputs [all_inputs -no_clocks]
set_input_delay [expr $clk_period * $clk_io_pct] -clock clk0 $non_clock_inputs
set_output_delay [expr $clk_period * $clk_io_pct] -clock clk0 [all_outputs]
[flow/design.v]
module hexdriver (input [3:0] val, output logic [6:0] HEX);
	always @ (*)
		case (val)
			4'b0000: HEX = 7'b111_1111;
			4'b0001: HEX = 7'b111_1001;
			4'b0010: HEX = 7'b010_0100;
			4'b0011: HEX = 7'b011_0000;
			4'b0100: HEX = 7'b001_1001;
			4'b0101: HEX = 7'b001_0010;
			4'b0110: HEX = 7'b000_0010;
			4'b0111: HEX = 7'b111_1000;
			4'b1000: HEX = 7'b000_0000;
			4'b1001: HEX = 7'b001_0000;
			default: HEX = 7'b111_1111;
		endcase
endmodule
module top (
	input 		          		CLOCK_50,
	input 		          		CLOCK2_50,
	input 		          		CLOCK3_50,
	output		     [8:0]		LEDG,
	output		    [17:0]		LEDR,
	input 		     [3:0]		KEY,
	input 		    [17:0]		SW,
	output		     [6:0]		HEX0,
	output		     [6:0]		HEX1,
	output		     [6:0]		HEX2,
	output		     [6:0]		HEX3,
	output		     [6:0]		HEX4,
	output		     [6:0]		HEX5,
	output		     [6:0]		HEX6,
	output		     [6:0]		HEX7
);
	logic [23:0] clkdiv;
	logic ledclk;
	assign ledclk = clkdiv[23];
	logic [25:0] leds;
	assign LEDR = leds[25:8];
	assign LEDG = leds[7:0];
	logic ledstate;
	initial begin
		clkdiv = 26'h0;
		leds = 26'b1;
		ledstate = 1'b0;
	end
	always @(posedge CLOCK_50) begin
		clkdiv <= clkdiv + 1;
	end
	always @(posedge ledclk) begin
		if ( (ledstate == 0) && (leds == 26'b10000000000000000000000000) ) begin
			ledstate <= 1;
			leds <= leds >> 1;
		end else if (ledstate == 0) begin
			ledstate <= 0;
			leds <= leds << 1;
		end else if ( (ledstate == 1) && (leds == 26'b1) ) begin
			ledstate <= 0;
			leds <= leds << 1;
		end else begin
			leds <= leds >> 1;
		end
	end
	hexdriver d0 (SW[3:0], HEX0);
	hexdriver d1 (SW[7:4], HEX1);
	hexdriver d2 (SW[11:8], HEX2);
	hexdriver d3 (SW[15:12], HEX3);
	hexdriver d4 ({2'b00, SW[17:16]}, HEX4);
	hexdriver d5 (4'b0000, HEX5);
	hexdriver d6 (4'b0000, HEX6);
	hexdriver d7 (4'b0000, HEX7);
endmodule
[flow/run.sh]
#!/bin/bash
# OpenROAD 26Q1-2900-gdf79404cd8, Yosys 0.63+post, stock flow scripts
make -C /OpenROAD-flow-scripts/flow DESIGN_CONFIG=/design/flow/config.mk WORK_HOME=/design/flow/orfs finish
==> deck_impl_summary.md <==
Key Metrics from the Run

STA
  – RSZ-0062 raised after global routing: false
  – # setup viols final: 0
  – Final hold slack: 0.4374 ns
  – Final max-slew violation count: 0
  – Fmax achieved: 0.3420 GHz
  – Endpoints left unconstrained: 53
  – Fin Setup TNS: 0 ns
  – Final period util: 0.9138
  – Worst-margin pin slew: 0.7361 ns
  – Tmin final: 2.924 ns
  – Hold Fails Final Rpt: 0
  – Count of unclocked register or latch pins: 27
  – Max Clock Skew: 0.006250 ns
  – Slew headroom: 0.5086

Cells and area
  – Footprint of the multi-input gates: 0.001486 mm^2
  – Filler cells: 834
  – Area delta synth->final: 32.47%
  – Share of cells above drive strength 1: 0.09642
  – Register area: 0.001021 mm^2

Routing
  – DRT antenna net count: 0
  – Initial drt markers: 52
  – Drt pass-1 iters: 4
  – DR DRC count: 0
  – ANT cells: 0
  – Vias per Instance: 4.391
  – Via count: 2068
  – Routed length per instance: 10.27 um
  – Final WL: 4837 um

Synthesis
  – Top cells by area: dfxtp_1 (38%), mux2_2 (9.1%), ha_1 (8.3%)
  – Yosys cell types: 33
  – Cells after Synth: 287
  – Commonest flop: dfxtp_1
  – Asr flop ratio synth: 0
  – Most frequent cell after synthesis: dfxtp_1
  – Chip area line of the yosys report: 0.002709 mm^2
  – Mapped Area: 0.002709 mm^2
  – Cells in synth_stat.txt: 287
  – Register share after synthesis: 0.3769
  – Synth cell count leaders: dfxtp_1 (51), nor2_1 (31), buf_4 (25)
  – Top cell area share: 0.3769
  – Yosys warns: 2
  – Yosys top cell by area: dfxtp_1
  – Ys flops: 51
  – Post-Syn Area per Cell: 9.438 um^2
  – Post-synth EDFFs: 0

Clock tree
  – Worst-path clk slew: 0.08 ns
  – TritonCTS buffer count: 3
  – CTS Root Cell: clkbuf_8
  – Clk ins delay skew pair: 0.27 ns
  – H-tree lvl count: 1
  – Resized Gates After CTS: 0
  – CTS tree: done
  – Post CTS Setup Buffer Count: 0
  – CTS max path bufs: 2
  – Post-CTS Hold Buffers: 0

Setup path
  – Critical Path AT: 2.28 ns
  – Crit Path Class: primary input to output port
  – Crit path depth: 6
  – CP dominant cell by count: clkdlybuf4s50_1
  – Worst Path Required: 2.56 ns
  – Startpoint Class: primary input
  – Worst Path Buf+Inv: 3
  – R2r setup slk: 1.54 ns
  – Critical Path Start: SW[1]
  – Crit-path cells: clkdlybuf4s50_1 -> inv_1 -> ha_1 -> o21ai_0 -> o31ai_1 -> clkdlybuf4s50_1
  – CP top delay family: buffers and inverters
  – Crit path to: HEX0[1]
  – Slowest stage cell, crit path: clkdlybuf4s50_1
  – RR Endpoint: clkdiv[14]
  – Worst path max stage delay: 0.60 ns
  – R2R depth: 5
  – CP Max Fanout: 6
  – CP Capture Type: output port
  – Worst reg2reg path startpoint: clkdiv[0]

GRT
  – Total Routing Usage GR: 0.1023
  – First-pass GRT wire length: 8293 um
  – Grt total ovfl: 0
  – Pin count of the biggest net entering global routing: 29
  – Vias in the first global route: 1849
  – Initial antenna violation count: 0

Die
  – FP Util: 0.3106
  – Die Size: 0.009414 mm^2
  – DIE WIDTH: 97.03 um
  – IO Count: 108
  – Die height: 97.03 um
  – Placeable Area: 0.008721 mm^2
  – Cell Rows: 34

Pwr
  – Peak VDD IR: 0.4885 mV
  – P per Cell Area: 199.9 mW/mm^2
  – P_leak: 1.461 nW

Flow run
  – Max-Cap Viols: 0
  – Count of tool warnings: 44

Placed design
  – I/O Buffers: 78
  – Final HPWL DP: 3866 um
  – Placer Congestion: 0.7824

Outcome
  – Status: completed

Hold path
  – HP Class: register to register
## stage by stage
stage	cells	setup WS [ns]	utilization	power [mW]	area [um^2]
finish	471	0.2758	0.4115	0.7172	3588
global placement	467	0.2732	0.4033	0.4649	3517
CTS	471	0.2631	0.4115	0.7265	3588
detailed placement	467	0.2677	0.4033	0.4651	3517
floorplan	308	1.382	-	0.3752	2788
global route	471	0.1404	0.4115	0.7598	3588
## worst min-delay path by stage
stage / cells after the start / endpoint / from / slack, ns
4_1_cts: 1 / clkdiv[0] / clkdiv[0] / 0.44
6_report: 1 / clkdiv[0] / clkdiv[0] / 0.44
5_1_grt: 1 / clkdiv[0] / clkdiv[0] / 0.46
## flip-flops by register name (all words and copies together), names as in the netlist
| signal | cells |
|---|---|
| ledstate | 1 |
| leds | 26 |
| clkdiv | 24 |
## per-layer routing
layer  up-vias  GRT usage  wire (um)
met5         -          0          0
met4         0   0.001148          0
met3         0    0.01912        235
met2        49     0.1631       2222
met1       934     0.1559       2379
li1       1085          -          -
## worst reg2reg max path, delay by kind of cell (launching register included)
family | cells | cell delay (ns)
flops | 1 | 0.40
xor+xnor | 1 | 0.15
simple gates | 2 | 0.62
fa+ha+maj | 1 | 0.29
buf+inv | 1 | 0.10
## logic make-up (layout without fill, tap and decap cells)
family / count (synthesis) / after routing / share of synthesized area
other: 2 / 23 / 0.002772
adder cells (fa/ha/maj): 18 / 18 / 0.08314
AND-OR/OR-AND: 33 / 33 / 0.07252
XOR/XNOR: 26 / 26 / 0.08407
multiplexers: 23 / 23 / 0.09515
buffers and inverters: 49 / 104 / 0.1035
flip-flops: 51 / 51 / 0.3769
AND/OR/NAND/NOR: 85 / 85 / 0.1820
## where the power goes
part | internal (mW) | switching [mW]
Sequential | 0.298 | 0
Combinational | 0.103 | 0.0558
Clock | 0.167 | 0.0931
## layout make-up
type	instances	area share
clock buffer	3	0.01151
clock inverter	1	0.008368
inverter	19	0.01987
multi-input combinational	208	0.4142
sequential	51	0.2845
tap	108	0.03766
timing repair buffer	81	0.2238
## placed cells by master, fill, tap and decap left out, types with 5 or more instances in the layout
| cell | n |
|---|---|
| nand2_1 | 11 |
| ha_1 | 18 |
| nand4_1 | 7 |
| conb_1 | 23 |
| a21oi_1 | 11 |
| inv_1 | 19 |
| xnor2_1 | 20 |
| nand3_1 | 10 |
| clkdlybuf4s50_1 | 78 |
| nor4_1 | 6 |
| xor2_1 | 6 |
| nor3b_1 | 5 |
| mux2_2 | 22 |
| dfxtp_1 | 51 |
| o21ai_0 | 10 |
| nor2_1 | 31 |
No activity file was given, so power comes from the tool's default toggle rates.
